--- ./design.v ---
module slowDown (clk, reset, speed, slow_clk);
	input logic clk, reset;
	input logic [26:0] speed;
	output logic slow_clk;
	logic [25:0] counter;
	always_ff @(posedge clk) begin
		if (reset) begin
			counter <= 1'b0;
			slow_clk <= 1'b0;
		end else if (counter == speed) begin
			counter <= 1'b0;
			slow_clk <= 1'b1;
		end else begin
			counter <= counter + 1;
			slow_clk <= 1'b0;
		end
	end
endmodule
--- ./run.sh ---
#!/bin/bash
# OpenROAD 26Q1-2900-gdf79404cd8, Yosys 0.63+post, stock flow scripts
make -C /OpenROAD-flow-scripts/flow DESIGN_CONFIG=/design/flow/config.mk WORK_HOME=/design/flow/orfs finish
--- ./config.mk ---
export PLATFORM = sky130hd
export DESIGN_NAME = slowDown
export DESIGN_NICKNAME = slowDown
export VERILOG_FILES = /design/flow/design.v
export SDC_FILE = /design/flow/constraint.sdc
export NUM_CORES = 4
export LEC_CHECK = 1
export CORE_AREA = 10 10 98 98
export DIE_AREA = 0 0 108 108
--- ./constraint.sdc ---
current_design slowDown

set clk_period 3.4
set clk_io_pct 0.2

create_clock -name clk0 -period $clk_period [get_ports {clk}]

set non_clock_inputs [all_inputs -no_clocks]
set_input_delay [expr $clk_period * $clk_io_pct] -clock clk0 $non_clock_inputs
set_output_delay [expr $clk_period * $clk_io_pct] -clock clk0 [all_outputs]
==> flow_metrics.env <==
# source this file to load flow results
export IMPL_coreArea_sq_um=7647
export IMPL_grt_pass1_vias=1162
export IMPL_rsz0062_at_grt="no"
export IMPL_rows=32
export IMPL_fin_skew_ns=0.004423
export IMPL_antenna_cells=0
export IMPL_synth_distinct_cells=25
export IMPL_cts_setup_buffers=0
export IMPL_path_max_fanout=2
export IMPL_yosys_warnings=1
export IMPL_drc=0
export IMPL_grt_first_pass_wirelength_microns=5720
export IMPL_critical_path_class="in -> reg"
export IMPL_seq_area_sq_um=540.5
export IMPL_fin_ws_ns=0.9133
export IMPL_p_total_mw=0.5732
export IMPL_r2r_start="counter[11]$_SDFF_PP0_"
export IMPL_slew_violations=0
export IMPL_drt_first_pass_iters=4
export IMPL_setup_violations=0
export IMPL_grt_max_degree=18
export IMPL_clockBufferDepth=2
export IMPL_drive_gt1_share_pct=4.433
export IMPL_hold_violations=0
export IMPL_post_place_ws_ns=0.5534
export IMPL_max_freq_ghz=0.4021
export IMPL_ys_seq_share_pct=36.15
export IMPL_ys_flops=27
export IMPL_min_from="counter[0]$_SDFF_PP0_"
export IMPL_crit_required_ns=3.58
export IMPL_drv_cap=0
export IMPL_cts_reportedPaths_clkPinSlew_ns=0.09
export IMPL_gr_usage_all_layers_pct=6.074
export IMPL_outcome="finished, final reports clean"
export IMPL_avgRoutedWirePerCell_microns=11.53
export IMPL_ys_area_sq_um=1495
export IMPL_comb_area_sq_um=892.1
export IMPL_holdPathStages=1
export IMPL_whs_endpoint="counter[0]$_SDFF_PP0_"
export IMPL_antenna_found_initial=0
export IMPL_leakage_nw=0.7116
export IMPL_setup_tns_ns=0
export IMPL_period_needed_ns=2.487
export IMPL_grt_ovfl_total=0
export IMPL_htreeDepth=1
export IMPL_io_buffers=29
export IMPL_hpwl_microns=2864
export IMPL_drt_iter0_markers=70
export IMPL_crit_path_end_kind="register"
export IMPL_clock_latency_ns=0.27
export IMPL_avgSynthCellArea_sq_um=8.544
export IMPL_placed_area_sq_um=1881
export IMPL_switching_share_pct=22.62
export IMPL_r2r_cells=5
export IMPL_r2r_slack_ns=1.33
export IMPL_ant_nets=0
export IMPL_syn_area_sq_um=1495
export IMPL_ios=30
export IMPL_min_period_over_period_pct=73.14
export IMPL_postLayoutCoreUtil_pct=25.20
export IMPL_critPathSlowestCell="or4_1"
export IMPL_netlist_instances=175
export IMPL_die_h_microns=108
export IMPL_cp_start_kind="input pin"
export IMPL_hp_class="reg -> reg"
export IMPL_cp_arrival_ns=2.66
export IMPL_vdd_drop_max_uv=86.99
export IMPL_routed_wl_microns=3518
export IMPL_fill_cells=788
export IMPL_power_density_nw_per_um2=297.5
export IMPL_gp_congestion=0.8163
export IMPL_postCtsHoldBufs=0
export IMPL_vias=1194
export IMPL_warnings=25
export IMPL_vias_per_cell=3.915
export IMPL_max_slew_margin_pct=61.01
export IMPL_die_area_sq_um=11660
export IMPL_power_share_combinational_pct=11.5
export IMPL_final_area_sq_um=1927
export IMPL_intPower_mw=0.4435
export IMPL_cts_tree="built"
export IMPL_critPathMaxStageDelay_ns=0.58
export IMPL_cts_sinks=27
export IMPL_r2r_end="counter[1]$_SDFF_PP0_"
export IMPL_tightest_slew_ns=0.5801
export IMPL_synth_stat_cells=175
export IMPL_fp_dieW_microns=108
export IMPL_fp_util_pct=19.55
export IMPL_p_seq_share_pct=56.5
export IMPL_p_clk_share_pct=32.0
export IMPL_power_switching_mw=0.1297
export IMPL_area_delta_synth_final_pct=28.87
export IMPL_cts_root_buf="clkbuf_8"
export IMPL_worstPathCellList="clkdlybuf4s50_1 > xor2_1 > nor4_1 > nand2_1 > or4_1 > and3_1"
export IMPL_numCtsBuffers=3
export IMPL_cts_resized=0
worst max path at each step:
stage	startpoint	end	slack, ns	cells after the start
4_1_cts	speed[6]	counter[1]$_SDFF_PP0_	0.85	6
5_1_grt	speed[5]	counter[1]$_SDFF_PP0_	0.83	6
6_report	speed[6]	counter[1]$_SDFF_PP0_	0.91	6
worst max-delay path: cells and delay by family:
kind / cells / cell delay [ns]
xor+xnor: 1 / 0.14
simple gates: 4 / 1.43
buf+inv: 1 / 0.41
synthesized netlist by cell type:
master | count | area [sq um]
buf_2 | 1 | 5.000
o2111ai_1 | 1 | 8.760
clkbuf_2 | 1 | 5.000
nor4_2 | 1 | 12.51
inv_1 | 4 | 15.01
buf_6 | 2 | 22.52
o41ai_4 | 1 | 27.53
xnor2_1 | 11 | 96.34
nand2_1 | 13 | 48.80
clkbuf_1 | 2 | 7.510
buf_4 | 1 | 7.510
nor4_1 | 6 | 37.54
ha_1 | 1 | 12.51
a21oi_1 | 1 | 5.000
and3_2 | 1 | 7.510
xor2_1 | 38 | 332.8
and4_1 | 1 | 8.760
and3_1 | 3 | 18.77
dfxtp_1 | 27 | 540.5
nand3_1 | 8 | 40.04
and2_1 | 1 | 6.260
nor3_1 | 2 | 10.01
or4_1 | 1 | 7.510
nand4_1 | 14 | 87.58
nor2_1 | 33 | 123.9
power by group through the flow:
stage	clock network, mW	logic [mW]	registers (mW)
after global routing	0.206	0.0721	0.325
after CTS	0.190	0.0676	0.324
final	0.183	0.0661	0.324
layout make-up:
type                            count  area share (%)
Tap cell                          102           6.623
Inverter                            4          0.7792
Timing Repair Buffer               31           15.84
Clock buffer                        3           2.143
Sequential cell                    27           28.05
Clock inverter                      1          0.2597
Multi-Input combinational cell    137           46.30
per-layer routing:
layer / global-route usage [%] / share of wire [%] / routed length (microns) / vias to the layer above
li1: - / - / - / 640
met1: 8.935 / 52 / 1816 / 528
met5: 0 / 0 / 0 / -
met4: 0.6679 / 0.54 / 19 / 0
met2: 8.922 / 42 / 1472 / 24
met3: 1.747 / 6.0 / 210 / 2
metrics by stage:
step	instances	hold slack, ns
detailed placement	301	0.4803
global route	305	0.5657
CTS	305	0.5039
global placement	301	0.4820
floorplan	175	0.4507
finish	305	0.5036
state kept, by name, indices dropped and copies added, names as in the netlist:
name / cells
counter: 26
slow_clk: 1
cell usage in the layout (no fill, tap or decap):
master	count
a21oi_1	1
or4_1	1
nor4_1	6
xnor2_1	11
dfxtp_1	27
o41ai_4	1
nand4_1	14
nand3_1	8
inv_1	4
nor2_1	33
buf_4	2
and4_1	1
and2_1	1
clkbuf_8	3
o2111ai_1	1
nor4_2	1
and3_1	3
clkinv_2	1
nor3_1	2
and3_2	1
nand2_1	13
ha_1	1
clkdlybuf4s50_1	29
xor2_1	38
cell families (layout without fill, tap and decap cells):
| group | after synthesis | in the layout | synth area share, % |
|---|---|---|---|
| compound gates | 3 | 3 | 2.762 |
| flops | 27 | 27 | 36.15 |
| simple gates | 84 | 84 | 27.37 |
| xor+xnor | 49 | 49 | 28.70 |
| fa+ha+maj | 1 | 1 | 0.8367 |
| buf+inv | 11 | 39 | 4.183 |
Power and IR drop assume default switching activity.
