===== ./config.mk =====
export PLATFORM = sky130hd
export DESIGN_NAME = collisionCheck
export DESIGN_NICKNAME = collisionCheck
export VERILOG_FILES = /design/flow/design.v
export SDC_FILE = /design/flow/constraint.sdc
export NUM_CORES = 4
export LEC_CHECK = 1
export CORE_AREA = 10 10 70 70
export DIE_AREA = 0 0 80 80

===== ./constraint.sdc =====
current_design collisionCheck

set clk_period 2.9
set clk_io_pct 0.2

create_clock -name clk0 -period $clk_period [get_ports {clk}]

set non_clock_inputs [all_inputs -no_clocks]
set_input_delay [expr $clk_period * $clk_io_pct] -clock clk0 $non_clock_inputs
set_output_delay [expr $clk_period * $clk_io_pct] -clock clk0 [all_outputs]

===== ./design.v =====
module collisionCheck(clk, reset, birdloc, column3, point, loser);
	input logic clk, reset;
	input logic [14:0] birdloc, column3; 
	output logic point, loser;
	logic [14:0] crash;
	logic [9:0] counter2;
	logic move;
	always_ff @(posedge clk) begin
		if (reset) begin
			counter2 <= 3'd7;
			move <= 1'b0;
		end else if (counter2 == 175) begin		 
			counter2 <= 'b0;
			move <= 1'b1;
		end else begin
			counter2 <= counter2 + 1;
			move <= 1'b0;
		end
	end
	always_ff @(posedge clk) begin
		if (reset) begin
			loser <= 0;
			point <= 0;
		end else if ((column3 != 0)) begin
			if ((birdloc & column3) == 0) begin
				loser <= 0;
				if (move) begin
					point <= 1;
				end else begin
					point <=0;
				end
			end else begin
				loser <= 1;
				point <= 0;
			end
		end else begin
			loser <= loser;
			point <= 0;
		end
	end
endmodule
module collisionCheck_testbench();
   logic [14:0] birdloc, column3;
	logic clk, reset;
	logic [4:0] counter2;
	logic move;
	logic point, loser;
	collisionCheck dut(.*);
	initial begin
		birdloc = 15'b00000100000000; column3 = 15'b111111100001111; #10;
		birdloc = 15'b00000100000000; column3 = 15'b111000011111111; #10;
		birdloc = 15'b00000000000100; column3 = 15'b110000111111111; #10;
		birdloc = 15'b00010000000000; column3 = 15'b111000011111111; #10;
		birdloc = 15'b00010000000000; column3 = 15'b0; #10;
		birdloc = 15'b00001000000000; column3 = 15'b111000011111111; #10;
	end
endmodule 

===== ./run.sh =====
#!/bin/bash
# OpenROAD 26Q1-2900-gdf79404cd8, Yosys 0.63+post, stock flow scripts
make -C /OpenROAD-flow-scripts/flow DESIGN_CONFIG=/design/flow/config.mk WORK_HOME=/design/flow/orfs finish

==> impl_metrics.json <==
{
  "status": "finished clean",
  "finalSetupViolCount": 0,
  "yosys_area_sq_um": 614,
  "min-delay-start": "move",
  "startpoint_type": "flop",
  "drtIter0Drc": 28,
  "slew_headroom_pct": 80.3,
  "power_frac_comb_pct": 22.3,
  "layout_min_cycle_time_ns": 1.66,
  "yosysWarnings": 1,
  "hold_viol": 0,
  "netlist_area_sq_um": 614,
  "setup_tns_ns": 0,
  "antenna_cells": 0,
  "ys_ff": 13,
  "maxCapViolCount": 0,
  "holdCritPathClass": "reg -> reg",
  "cts_made_buffers": 3,
  "r2r_slack_ns": 1.46,
  "portBuffers": 33,
  "yosysUniqueCellTypes": 23,
  "ctsRootBufferMaster": "clkbuf_4",
  "layout-drive-gt1-share_pct": 6.60,
  "p_int_mw": 0.303,
  "clockPowerShare_pct": 27.4,
  "whs_path_depth": 1,
  "drc": 0,
  "clk_latency_ns": 0.27,
  "syn_avg_cell_area_sq_um": 8.90,
  "rows": 21,
  "syn_inst": 69,
  "track_usage_pct": 5.65,
  "rsz0062_at_grt": "no",
  "die_h_um": 80,
  "cpLargestDelayFamily": "buffers and inverters",
  "die-area_sq_um": 6400,
  "power_frac_seq_pct": 50.3,
  "cts_tree": "built",
  "cp-end-kind": "primary output",
  "cp_cell_sequence": "clkdlybuf4s50_1",
  "crit_arrival_ns": 1.08,
  "ys_seq_share_pct": 42.4,
  "edf_count": 0,
  "ff_type": "dfxtp_1",
  "crit_required_ns": 2.32,
  "worst_pin_slew_ns": 0.292,
  "tool_warnings": 25,
  "grt_pass1_wl_um": 2900,
  "gp_congestion": 0.863,
  "final_cell_mix": "clkdlybuf4s50_1 (33), dfxtp_1 (13), nor2_1 (12)",
  "die_x_um": 80,
  "maxSlewViolCount": 0,
  "area_growth_pct": 67.4,
  "period_used_pct": 57.4,
  "hold_end": "point",
  "viasPerCell": 4.03,
  "core_area_sq_um": 3420,
  "antenna_found_initial": 0,
  "drt-total-wl_um": 1800,
  "critPathKind": "reg -> out",
  "clock-sinks": 13,
  "yosys_cells": 69,
  "critPathBufInv": 1,
  "async_reset_ff_share_pct": 0,
  "r2r_cells": 5,
  "layout.cells.most_common": "clkdlybuf4s50_1",
  "dp_hpwl_um": 1550,
  "cts_hold_buf": 0,
  "ant_nets": 0,
  "worstPathMaxFanout": 2,
  "grt_max_degree": 8,
  "cts_setup_buffers": 0,
  "critPathSlowestCell": "clkdlybuf4s50_1",
  "power_density_nw_per_um2": 389,
  "htree_levels": 1,
  "leakage_nw": 0.368,
  "vias": 612,
  "switching_power_mw": 0.0974,
  "fmax_mhz": 601,
  "clk_pin_slew_worst_paths_ns": 0.08,
  "sw_frac_of_total_pct": 24.3,
  "cts_resized": 0,
  "ir_worst_vdd_mv": 0.244,
  "grt.overflow.total": 0,
  "r2r_end": "counter2[7]",
  "grt_pass1_vias": 583,
  "hold-worst-slack_ns": 0.494,
  "r2r_start": "counter2[0]",
  "clk_path_buf_depth": 2,
  "wl_per_cell_um": 11.8,
  "drtPass1Iterations": 4,
  "io_pins": 34,
  "skew_ns": 0.00586,
  "max_stage_delay_ns": 0.48,
  "fp_util_pct": 18.0
}
## power by group through the flow
stage	registers [mW]	logic, mW	clock network, mW
after CTS	0.201	0.0897	0.114
after global routing	0.204	0.0976	0.125
final	0.201	0.0894	0.110
## metrics by stage
step / worst slack (ns) / util (%) / cell area [sq um] / std cells / total power [mW]
3_3_place_gp: 1.01 / 29.3 / 1000 / 148 / 0.294
4_1_cts: 1.21 / 30.1 / 1030 / 152 / 0.405
2_1_floorplan: 1.54 / - / 614 / 69 / 0.240
3_5_place_dp: 1.01 / 29.3 / 1000 / 148 / 0.295
6_report: 1.24 / 30.1 / 1030 / 152 / 0.400
5_1_grt: 1.19 / 30.1 / 1030 / 152 / 0.426
## metal layers
metal | global-route usage [%] | wire length (um)
met2 | 10.4 | 1000
met1 | 6.82 | 721
met4 | 0.176 | 0
met3 | 1.36 | 73
met5 | 0 | 0
## layout make-up
class	count	area [sq um]
timing repair buffer	33	330
multi-input combinational	54	347
sequential	13	260
clock buffer	4	26.3
fill	370	2390
inverter	2	7.51
tap	46	57.6
## flip-flops by register name, indices dropped and copies added (netlist names)
register	cells
counter2	10
loser	1
move	1
point	1
## worst reg2reg max path, cell delays in order, from the launching register on
cell	delay, ns
dfxtp_1	0.38
ha_1	0.20
and3_1	0.25
nand4_1	0.23
nand2b_2	0.22
nor2_1	0.07
## cells in the mapped netlist, types with 2 or more instances
master	count	area (sq um)
a21o_1	2	15.0
a22oi_1	6	45.0
dfxtp_1	13	260
nand2_1	2	7.51
nand3_1	3	15.0
nand4_1	5	31.3
nor2_1	12	45.0
nor3_1	3	15.0
nor4_1	3	18.8
xnor2_1	5	43.8
xor2_1	3	26.3
## how the worst max path moves through the flow
stage | depth (start not counted) | endpoint | slack [ns] | from
CTS | 1 | loser | 1.21 | loser
global route | 1 | loser | 1.19 | loser
finish | 1 | loser | 1.24 | loser
## cell families (layout without fill, tap and decap cells)
logic type,after synthesis,count (layout),synth area share (%)
AND-OR/OR-AND,10,10,12.6
XOR/XNOR,8,8,11.4
adder cells (fa/ha/maj),1,1,2.04
buffers and inverters,2,39,1.22
flip-flops,13,13,42.4
AND/OR/NAND/NOR,35,35,30.3
Power is estimated from default activity; no workload was simulated.
